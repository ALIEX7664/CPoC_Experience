===== flow/run.sh =====
#!/bin/bash
# OpenROAD 26Q1-2900-gdf79404cd8, Yosys 0.63+post, stock flow scripts
make -C /OpenROAD-flow-scripts/flow DESIGN_CONFIG=/design/flow/config.mk WORK_HOME=/design/flow/orfs finish

===== flow/design.v =====
`timescale 1ns / 1ps
module reg_32x32(clk,WE,RA,RB,RW,busA,busB,busW
    );
	input clk,WE;
	input [4:0]RA,RB,RW;
	input [31:0]busW;
	output [31:0]busA,busB;
	reg[31:0] file_array[31:1];
	assign busA=(RA==0)?32'd0:file_array[RA];
	assign busB=(RB==0)?32'd0:file_array[RB];
	always@(negedge clk)
		if(WE&&(RW!=0)) file_array[RW]<=busW;
	integer i;
	initial begin
				for(i=1;i<=31;i=i+1) file_arry[i]=i;
				end
endmodule

===== flow/config.mk =====
export PLATFORM = sky130hd
export DESIGN_NAME = reg_32x32
export DESIGN_NICKNAME = reg_32x32
export VERILOG_FILES = /design/flow/design.v
export SDC_FILE = /design/flow/constraint.sdc
export NUM_CORES = 4
export LEC_CHECK = 1
export CORE_UTILIZATION = 40

===== flow/constraint.sdc =====
current_design reg_32x32

set clk_period 5.5
set clk_io_pct 0.2

create_clock -name clk0 -period $clk_period [get_ports {clk}]

set non_clock_inputs [all_inputs -no_clocks]
set_input_delay [expr $clk_period * $clk_io_pct] -clock clk0 $non_clock_inputs
set_output_delay [expr $clk_period * $clk_io_pct] -clock clk0 [all_outputs]

==> flow_metrics.tcl <==
# place-and-route summary
set metrics [dict create \
    clk_pin_slew_ns 0.04 \
    grt_usage_pct 31.3 \
    reg.largest.list "file_array (992)" \
    whs_ns 2.92 \
    p_leak_nw 24.5 \
    max_flop_register "file_array" \
    holdCritStartpoint "RB[4]" \
    critPathSlowestCell "mux4_2" \
    p_int_mw 14.4 \
    netlist_top_cells_count "edfxtp_1, mux2i_1, mux4_2" \
    warnings 1020 \
    drt_wl_total_mm 166 \
    maxSlewHeadroom_pct 34.2 \
    dpl.hpwl_mm 98.6 \
    h-tree-depth 3 \
    edf_count 992 \
    ff_type "edfxtp_1" \
    final_antenna_net_count 0 \
    rsz0062_at_grt "yes" \
    whs_path_depth 4 \
    cp_top_family "multiplexers" \
    crit_fanout 2 \
    place_ws_ns -0.584 \
    cts_sinks 992 \
    top_area_share_pct 64.5 \
    violations "setup timing" \
    pwr-share-clk_pct 49.5 \
    finalCoreUtilization_pct 52.6 \
    cts-root-buf "clkbuf_16" \
    syn_area_um2 46200 \
    place_area_um2 51800 \
    startpoint_type "flip-flop" \
    nFillCells 8769 \
    path_buffers 2 \
    final_cell_area_um2 60100 \
    crit_required_ns 4.40 \
    critical_path_class "flip-flop to output pin" \
    ys_seq_share_pct 64.5 \
    combPwrFrac_pct 8.5 \
    hold_end "busB[28]" \
    yosys-stat-area_um2 46200 \
    finalMaxSlewViolations 0 \
    peakVddDrop_uv 365 \
    fp.dieH_um 342 \
    io_buffers 112 \
    setup_tns_ns -34.78 \
    initCoreUtil_pct 40.4 \
    cts_made_buffers 106 \
    vias_per_cell 5.79 \
    synth_cell_type_count 43 \
    grt-ovfl-total 0 \
    ios 113 \
    syn_avg_cell_area_um2 17.0 \
    clockBufferDepth 3 \
    hold_path_class "input port to output pin" \
    drt_iter0_markers 2103 \
    place_congestion 0.913 \
    cts_tree "built" \
    powerDensity_nw_per_um2 337 \
    cts_hold_buf 0 \
    netSwitchingFraction_pct 28.9 \
    area_delta_synth_final_pct 30.2 \
    tightestPinTransition_ns 0.985 \
    vias 32900 \
    setup_viol 64 \
    top_area_cell "edfxtp_1" \
    synthCells 2718 \
    max_stage_delay_ns 0.45 \
    grt_max_degree 63 \
    hold_viol 0 \
    chipWidth_um 342 \
    yosys_warnings 125 \
    area_leaders "edfxtp_1, mux4_2, mux2i_1" \
    worst_setup_path_end_kind "output pin" \
    num_rows 124 \
    status "finished, violations left" \
    routedWlPerCell_um 29.2 \
    async_flop_share_pct 0 \
    final_layout_size_suffix_gt1_share_pct 25.1 \
    antenna_found_initial 6 \
    yosysMostFrequentCell "edfxtp_1" \
    power_switching_mw 5.86 \
    coreArea_um2 114000 \
    ys_ff 992 \
    path_cells "buf_4 > mux4_2 > mux2_4 > a221oi_4 > a211oi_4 > buf_2" \
    drc 0 \
    largest_reg_flops 992 \
    drv_cap 0 \
    dr.pass1.iters 6 \
    pwr-share-seq_pct 42.0 \
    worstPathArrival_ns 5.28 \
    ys_cells 2718 \
    grt_pass1_wl_mm 237 \
    fin_ws_ns -0.883 \
    die-area_um2 117000 \
    grt_pass1_vias 37500 \
]
layout make-up:
cell class                 count  area [um2]  share of cell area, %
sequential                   992       29800                   49.6
multi-input combinational   1506       16500                   27.5
timing repair buffer         475        4630                   7.71
clock inverter              1079        4600                   7.65
clock buffer                 107        2680                   4.45
tap                         1512        1890                   3.15
antenna                        5        12.5                 0.0208
inverter                       1        3.75                0.00624
cells in the final DEF, fill, tap and decap left out, drive strengths merged, types with 8 or more instances in the layout:
master         count
bufinv            16
mux2              26
mux4             227
and3              10
nor2b             11
nand4             32
o2bb2ai           31
clkinvlp          32
edfxtp           992
o22ai             42
nand3             69
a22oi            206
nor4              23
clkdlybuf4s50     40
mux2i            505
nand3b             8
buf              435
o221ai            22
nor2             133
nand2b            11
clkbuf           107
a221oi            23
a21oi             44
o2111ai           10
a211oi            21
nand2             24
inv             1028
a31oi             10
power by group through the flow:
stage | Sequential [mW] | Clock, mW | Combinational [mW]
6_report | 8.52 | 10.0 | 1.72
5_1_grt | 8.51 | 11.1 | 1.80
4_1_cts | 8.52 | 10.3 | 1.67
layer usage:
layer	GRT usage [%]	wire (um)
met5	5.43	761
met4	13.6	6720
met3	30.9	34300
met2	42.5	74500
met1	31.0	49700
through the flow:
| step | instances | power [mW] |
|---|---|---|
| 2_1_floorplan | 2718 | 10.5 |
| 3_3_place_gp | 4441 | 11.3 |
| 3_5_place_dp | 4441 | 11.3 |
| 4_1_cts | 5652 | 20.5 |
| 5_1_grt | 5675 | 21.4 |
| 6_report | 5677 | 20.3 |
worst max-delay path by stage:
stage	end	slack, ns	from	cells past startpoint
after CTS	busB[0]	-0.95	file_array[30][0]	6
after global routing	busB[0]	-0.96	file_array[30][0]	6
final	busB[0]	-0.88	file_array[30][0]	6
logic make-up (layout without fill, tap and decap cells):
group,Yosys count,after routing,synth area share [%]
other cells,0,5,0
mux,758,758,22.7
compound gates,411,411,6.69
flops,992,992,64.5
buf+inv,220,1662,2.51
simple gates,337,337,3.61
timing repair:
action | CTS | global route
pin swaps | 128 | 72
setup buffers | 32 | 23
gates cloned | 0 | 0
setup endpoints to repair | 64 | 64
gates resized | 342 | 43
No activity file was given, so power comes from the tool's default toggle rates.
