--- design/flow/design.v ---
`timescale 1ns / 1ps
module alu(
    input [31:0]a,
    input [31:0]b,
    output overflow,
    output zero,
    output [31:0]r,
    input [3:0] aluc   
    );
    parameter Add    =    3'b000;     
    parameter Addu    =    3'b010;     
    parameter Sub    =     3'b001;     
    parameter Subu    =    3'b011;     
    parameter And    =    3'b100;     
    parameter Or    =    3'b101;     
    parameter Xor    =    3'b110;     
	 parameter Lui1    =    3'b111;     
	 wire signed [31:0] sa=a,sb=b;
	 reg [32:0]result;
always@(*)begin
        case(aluc)
            Addu: begin
                result=a+b;
            end
            Subu: begin
                result=a-b;
            end
            Add: begin
                result=sa+sb;
            end
            Sub: begin
                result=sa-sb;
            end
            And: begin
                result=a&b;
            end
            Or: begin
                result=a|b;
            end
            Xor: begin
                result=a^b;
            end
            Lui1: begin
				result = {b[15:0], 16'b0};
				end
            default:
                result=a+b;
        endcase
    end
    assign r=result[31:0];
    assign zero=(r==32'b0)?1:0;
    assign overflow=result[32];
endmodule
--- design/flow/config.mk ---
export PLATFORM = sky130hd
export DESIGN_NAME = alu
export DESIGN_NICKNAME = alu
export VERILOG_FILES = /design/flow/design.v
export SDC_FILE = /design/flow/constraint.sdc
export NUM_CORES = 4
export LEC_CHECK = 1
export CORE_UTILIZATION = 40
--- design/flow/run.sh ---
#!/bin/bash
# OpenROAD 26Q1-2900-gdf79404cd8, Yosys 0.63+post, stock flow scripts
make -C /OpenROAD-flow-scripts/flow DESIGN_CONFIG=/design/flow/config.mk WORK_HOME=/design/flow/orfs finish
--- design/flow/constraint.sdc ---
current_design alu

set clk_period 16.8
set clk_io_pct 0.2

create_clock -name clk0 -period $clk_period

set non_clock_inputs [all_inputs -no_clocks]
set_input_delay [expr $clk_period * $clk_io_pct] -clock clk0 $non_clock_inputs
set_output_delay [expr $clk_period * $clk_io_pct] -clock clk0 [all_outputs]
==> impl_metrics.csv <==
group,metric,value,unit
outcome,status,"completed",
critical_path,startpoint,"b[2]",
routing,dr.first_iter.drc_count,673,
routing,num_vias,7892,
critical_path,arrival,10.00,ns
sta,rsz0062_at_grt,"false",
routing,wl,27.7,mm
routing,wire_per_inst,21.1,um
power,powerDensity,43.4,nW/um2
critical_path,crit_fanout,10,
clocking,cts_hold_buf,0,
synthesis,syn-cell-area,7120,um2
critical_path,required,13.44,ns
global_routing,antenna_found_initial,0,
floorplanning,coreArea,17400,um2
critical_path,endpoint_kind,"output port",
floorplanning,die_w,135,um
min_path,hp-class,"in -> out",
power,p_total,0.360,mW
finish,logic_area,6580,um2
finish,flop_area,0,um2
sta,min_period,13.36,ns
sta,slew-limit-headroom,0.428,
synthesis,synth_area_per_cell,6.94,um2
power,p_leak,3.70,nW
finish,area_growth,16.5,%
placed_design,hpwl,22.2,mm
routing,antenna_left,0,
floorplanning,die_height,135,um
global_routing,gr-usage-met1,0.417,
synthesis,yosys-stat-cells,1026,
synthesis,synth.distinct_cells,77,
sta,tns,0,ns
finish,seq_cells,0,
placed_design,numPortBuffers,102,
placed_design,place_area,8290,um2
global_routing,grt_pass1_vias,7512,
power,ir_drop,0.0000188,V
flow_run,drv_cap,0,
floorplanning,rows,48,
sta,max_freq,74.8,MHz
synthesis,synthTopCellsByArea,"ha_1 23%, xnor2_1 11%, nand2_1 5.7%",
global_routing,grt_max_degree,45,
sta,slew_violations,0,
sta,tightestPinTransition,0.858,ns
sta,setup_viol,0,
floorplanning,fp-utilization,0.410,
sta,period_used_share,0.795,
routing,drcViolationCount,0,
floorplanning,chip_area,18300,um2
routing,drt_first_pass_iters,8,
synthesis,ys_area,7120,um2
global_routing,grt.overflow.total,0,
global_routing,met2_usage,0.509,
clocking,ctsResizeCount,0,
finish,design_area,8290,um2
finish,n_fill_cell,1772,
sta,hold_viol,0,
routing,viasPerCell,6.01,
finish,clock_buffers,0,
global_routing,grt-busiest-layer,"met2",
critical_path,crit_type,"in -> out",
finish,drive_gt1_frac,0.0423,
synthesis,yosysWarnings,1,
synthesis,ys_seq_share,0,
synthesis,synth.top_cell.area_share,0.225,
critical_path,critPathLaunchType,"input pin",
global_routing,grt_pass1_wl,42.6,mm
finish,fin_util,0.478,
floorplanning,io-pin-count,102,
synthesis,synth_cells,1026,
global_routing,grt_usage,0.311,
flow_run,warnings,65,
global_routing,use_met3,0.0309,
min_path,hp-start,"aluc[1]",
routing,num_antenna_cells,0,
clocking,post_cts_buffers,0,
synthesis,synth.largest_area_cell,"ha_1",
placed_design,finalWeightedCongestion,0.990,
[per-stage QoR]
stage          hold slack, ns  cells  setup slack (ns)
2_1_floorplan            6.97   1026              4.52
3_3_place_gp             7.79   1313              3.50
3_5_place_dp             7.80   1313              3.50
4_1_cts                  7.81   1313              3.48
5_1_grt                  7.87   1313              3.12
6_report                 7.80   1313              3.44
[routing by layer]
layer  vias up  routed length (um)
met5         -                   0
li1       3821                   -
met4         0                1290
met3        76                1910
met1      3632               11800
met2       363               12700
[cells in the mapped netlist, drive strengths merged (12+ instances only)]
master / instances
o22ai: 19
nor2: 90
inv: 90
mux4: 12
xnor2: 87
nand2: 109
o21ai: 61
nand4: 20
clkbuf: 39
nand3: 12
xor2: 25
o221ai: 12
nor3: 24
ha: 128
a21o: 24
mux2i: 22
a21oi: 70
buf: 12
[path summary, 6_finish.rpt]
check  endpoint  cells past startpoint
min       r[28]                      5
max        zero                     21
[cell families (layout without fill, tap and decap cells)]
family,Yosys count,after routing,synth area share
AND-OR/OR-AND,280,280,0.261
adder cells (fa/ha/maj),130,130,0.231
AND/OR/NAND/NOR,329,329,0.226
multiplexers,34,34,0.0689
buffers and inverters,141,203,0.0761
XOR/XNOR,112,112,0.138
[cell type report]
class              count  area share
multi-input cells    885       0.793
repair buffers       113       0.132
inverters             90      0.0407
well taps            225      0.0340
[power breakdown]
group	leakage (nW)	switching [mW]	internal, mW	total [mW]
combinational	3.70	0.198	0.162	0.360
sequential	0	0	0	0
clock	0	0	0	0
[worst max-delay path: stages]
cell	delay, ns
clkdlybuf4s50_1	0.57
nor3_1	0.50
and4_1	0.42
and3_1	0.24
nand2_1	0.10
or4_1	0.47
nand2_1	0.11
xnor2_1	0.08
ha_1	0.51
nand4_1	0.15
or2_2	0.31
a2111oi_0	0.54
or4b_1	0.32
mux2i_1	0.22
o2111ai_1	0.14
o21ba_1	0.24
o211ai_1	0.07
or4_1	0.42
or4b_4	0.53
nor4b_4	0.21
clkdlybuf4s50_1	0.48
[layout by cell type (no fill, tap or decap), drive strengths merged, types with 22 or more instances in the layout]
| cell type | instances |
|---|---|
| nor2 | 90 |
| xnor2 | 87 |
| xor2 | 25 |
| nand2 | 109 |
| ha | 128 |
| clkdlybuf4s50 | 100 |
| a21o | 24 |
| inv | 90 |
| nor3 | 24 |
| o21ai | 61 |
| a21oi | 70 |
| mux2i | 22 |
Power is estimated from default activity; no workload was simulated.
